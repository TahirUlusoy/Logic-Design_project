**./run.sh**
```bash
#!/bin/bash
# OpenROAD 26Q1-2900-gdf79404cd8, Yosys 0.63+post, stock flow scripts
make -C /OpenROAD-flow-scripts/flow DESIGN_CONFIG=/design/flow/config.mk WORK_HOME=/design/flow/orfs finish
```
**./config.mk**
```make
export PLATFORM = sky130hd
export DESIGN_NAME = ripple_carry_adder
export DESIGN_NICKNAME = ripple_carry_adder
export VERILOG_FILES = /design/flow/design.v
export SDC_FILE = /design/flow/constraint.sdc
export NUM_CORES = 4
export LEC_CHECK = 1
export CORE_AREA = 10 10 125 125
export DIE_AREA = 0 0 135 135
```
**./constraint.sdc**
```tcl
current_design ripple_carry_adder

set clk_period 80.8
set clk_io_pct 0.2

create_clock -name clk0 -period $clk_period

set non_clock_inputs [all_inputs -no_clocks]
set_input_delay [expr $clk_period * $clk_io_pct] -clock clk0 $non_clock_inputs
set_output_delay [expr $clk_period * $clk_io_pct] -clock clk0 [all_outputs]
```
**./design.v**
```verilog
`timescale 1ns / 1ps
module fulladder(
    input number1,
    input number2,
    input Ci,
    output sum,
    output Co
    );
  wire w1,w2,w3;
  and G3(w2, w1, Ci);
  and G4(w3, number1, number2);
  or G5(Co, w2, w3);
  xor G1(w1, number1, number2);
  xor G2(sum, w1, Ci);
endmodule
`timescale 1ns / 1ps
module ripple_carry_adder (
    input [151:0] packet, 
    output [63:0] sum, 
    output Co
    );
    wire w[64:0];
    genvar i;
    wire [63:0] number1 = packet[135:72];
    wire [63:0] number2 = packet[71:8];
      for (i = 0; i < 64; i = i + 1) begin
        fulladder u(number1[i], number2[i], i == 0 ? 1'b0 : w[i-1], sum[i], w[i]);
      end
  assign Co = w[64];
endmodule
```
==> reports/metrics.yaml <==
drt:
  post_drt_wl_per_cell_um: 16.5
  routed-via-count: 1356
  routed_wirelength_um: 7080
  ant_nets: 0
  vias_per_cell: 3.16
  drc: 0
  drtPass1Iterations: 4
  diodes: 0
  drt_iter0_drc: 9
pwr:
  power_uw: 26.9
  switching_share: 0.270
  p_seq_frac: 0
  internal_power_uw: 19.6
  p_comb_frac: 1.000
  pwr-share-clk: 0
  p_sw_uw: 7.28
  cellPowerDensity_mw_per_mm2: 7.88
  leakage_uw: 0.00123
  vdd_ir_drop_max_uv: 5.35
final_timing:
  final_hold_viol_count: 0
  fmax_mhz: 17.1
  setup_viol: 0
  rsz0062_at_grt: "false"
  slew_viol_final: 0
  setup_tns_ns: 0
  min_period_over_period: 0.724
  period_minus_slack_ns: 58.53
job:
  warning_count: 56
  cap_violations: 0
synth:
  yosys.area.top_type: "fa_1"
  yosysWarnings: 2
  ys_sh_aoi: 0
  ys_types: 5
  yosys_cells: 130
  ys_sh_simple: 0
  yosysTopAreaCellShare: 0.702
  ys_sh_mux: 0
  synth_area_mm2: 0.00177
  synthCells: 130
  xor_share: 0.0134
  yosys_area_mm2: 0.00177
  adder_share: 0.709
  topCombFamilyByArea: "adder cells"
  ys_seq_share: 0
  avgSynthCellArea_um2: 13.6
  topCellsByArea: "fa_1, buf_4, xor3_1"
place:
  place_hpwl_um: 6920
  placed_cell_area_mm2: 0.00342
  numPortBuffers: 192
  gp_congestion: 0.886
  dp_cells: 429
layout:
  fin_util: 0.268
  nClkBuffers: 0
  fin_cells: 429
  area_growth_pct: 93.2
  regArea_um2: 0
  drive_gt1_frac: 0
  ff_count: 0
  design_area_mm2: 0.00342
floorplan:
  ios: 217
  core_util_floorplan: 0.139
  die_h_um: 135
  fp-row-count: 41
  die_width_um: 135
  chip_area_mm2: 0.0182
  core_mm2: 0.0128
setup_path:
  path_common_cell: "fa_1"
  worstPathRequired_ns: 64.64
  start_kind: "primary input"
  cp_max_fo: 1
  critPathMaxStageDelay_ns: 0.47
  crit_slowest_cell: "clkdlybuf4s50_1"
  arrival_ns: 42.37
  crit_type: "primary input to primary output"
  cp-end-kind: "primary output"
global_routing:
  grt_max_degree: 2
  antenna_found_initial: 0
  grt_pass1_vias: 1828
  grt_pass1_wl_um: 10500
  track_usage: 0.0767
  overflow: 0
clock_network:
  post-cts-setup-buffer-count: 0
  hold_buffers: 0
  ctsResizeCount: 0
hold_path:
  hold_path.class: "primary input to primary output"
status:
  status: "finished clean"
-- path summary, 6_finish.rpt --
kind	startpoint	endpoint	slack, ns	cells past startpoint
min	packet[135]	sum[63]	33.32	3
max	packet[8]	sum[63]	22.27	66
-- stage by stage --
stage          hold slack [ns]  setup slack, ns
3_5_place_dp             33.32            22.10
4_1_cts                  33.34            22.08
6_report                 33.32            22.27
3_3_place_gp             33.32            22.15
5_1_grt                  33.35            21.37
2_1_floorplan            32.49            24.31
-- worst max-delay path, delay by kind of cell --
family	cells	cell delay [ns]
adders and majority gates	63	24.94
buffers and inverters	2	0.87
xor gates and xnor gates	1	0.38
-- layer usage --
layer  vias to the layer above  GRT usage  part of all wire  routed length (µm)
li1                        579          -                 -                   -
met1                       601     0.0781              0.32                2280
met2                       176      0.121              0.40                2840
met3                         0     0.0715              0.28                1950
met4                         0          0                 0                   0
met5                         -          0                 0                   0
-- power by group through the flow --
stage	clock network (µW)	logic [µW]	registers, µW
after CTS	0	28.0	0
after global routing	0	30.5	0
final	0	26.9	0
-- cell usage in the layout, fill, tap and decap left out, drive strengths merged --
| cell | instances |
|---|---|
| fa | 62 |
| conb | 1 |
| ha | 1 |
| xor3 | 1 |
| clkdlybuf4s50 | 192 |
-- cells by family (layout without fill, tap and decap cells) --
kind of cell / count (synthesis) / after routing
xor+xnor: 1 / 1
buf+inv: 65 / 192
fa+ha+maj: 63 / 63
other cells: 1 / 1
-- cells in the mapped netlist --
library cell  instances
buf_4                65
conb_1                1
fa_1                 62
ha_1                  1
xor3_1                1
-- cell type report --
cell class,instances,area [µm²]
fillers,1323,9360
multi-input cells,65,1280
repair buffers,192,1920
well taps,172,215
Power figures rest on the tool's default switching activity, not on a simulated workload.
