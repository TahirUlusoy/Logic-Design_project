==> flow/design.v <==
`timescale 1ns / 1ps
module Carry_Lookahead_Adder(
    input [151:0] packet,
    output [63:0] sum,
    output cout
);
    wire [63:0] A = packet[135:72];
    wire [63:0] B = packet[71:8];
wire [63:0] k;
wire [63:0] m;
wire [64:0] c;
genvar j, i;
generate
     for(j = 0; j < 64; j = j + 1)
     begin
     assign k[j] = A[j] & B[j];
     assign m[j] = A[j] | B[j];
     assign c[j+1] = k[j] | m[j] & c[j];
     end
     assign cout = c[64];
     for(i = 0; i < 64; i = i+1)
     begin
     assign sum[i] = A[i] ^ B[i] ^ c[i];
     end
    endgenerate
endmodule
==> flow/run.sh <==
#!/bin/bash
# OpenROAD 26Q1-2900-gdf79404cd8, Yosys 0.63+post, stock flow scripts
make -C /OpenROAD-flow-scripts/flow DESIGN_CONFIG=/design/flow/config.mk WORK_HOME=/design/flow/orfs finish
==> flow/config.mk <==
export PLATFORM = sky130hd
export DESIGN_NAME = Carry_Lookahead_Adder
export DESIGN_NICKNAME = Carry_Lookahead_Adder
export VERILOG_FILES = /design/flow/design.v
export SDC_FILE = /design/flow/constraint.sdc
export NUM_CORES = 4
export LEC_CHECK = 1
export CORE_UTILIZATION = 30
==> flow/constraint.sdc <==
current_design Carry_Lookahead_Adder

set clk_period 23.4
set clk_io_pct 0.2

create_clock -name clk0 -period $clk_period

set non_clock_inputs [all_inputs -no_clocks]
set_input_delay [expr $clk_period * $clk_io_pct] -clock clk0 $non_clock_inputs
set_output_delay [expr $clk_period * $clk_io_pct] -clock clk0 [all_outputs]
==> impl_metrics.tcl <==
# collected from the flow reports
set metrics [dict create \
    synthTopCellsByArea "fa_1, inv_1, buf_4" \
    ys_types 5 \
    io_pins 217 \
    synthSimpleGateAreaFrac_pct 0.482 \
    common_cells "fa_1, inv_1, and2_1, buf_4, conb_1" \
    ys_sh_xor_pct 0 \
    yosys.area_share.aoi_pct 0 \
    top_cell_area_share_pct 97.2 \
    topCombFamilyByArea "adder cells" \
    stop_error "[ERROR DPL-0036] Detailed placement failed." \
    status "did not finish" \
    gp_congestion 0.799 \
    yosys_warnings 1 \
    io_buffer_count 192 \
    rows 23 \
    ys_seq_share_pct 0 \
    netlist_area_mm2 0.00130 \
    synthAdderAreaFrac_pct 97.2 \
    initCoreUtil_pct 31.8 \
    syn-instance-count 71 \
    synth.avg_cell_area_um2 18.3 \
    largest_area_cell "fa_1" \
    ys_area_mm2 0.00130 \
    ys_sh_mux_pct 0 \
    synth_top_cell_by_count "fa_1" \
    yosys-stat-cells 71 \
    die_height_um 67.8 \
    dieWidth_um 67.8 \
    haltStage "detailed placement" \
]
logic make-up after synthesis:
| family | after synthesis |
|---|---|
| buf+inv | 6 |
| other cells | 1 |
| simple gates | 1 |
| fa+ha+maj | 63 |
through the flow:
| step | area (um^2) | power (W) |
|---|---|---|
| floorplan | 1450 | 0.0000109 |
| global placement | 3430 | 0.0000931 |
Power is estimated from default activity; no workload was simulated.
